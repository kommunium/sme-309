==> flow/design.v <==
module RegisterFile(
    input CLK,
    input WE3,  
    input [3:0] A1,  
    input [3:0] A2,  
    input [3:0] A3,  
    input [31:0] WD3, 
    input [31:0] R15,  
    output reg [31:0] RD1,  
    output reg [31:0] RD2  
  );
  reg [31:0] RegBankCore[0:14];
  always @(posedge CLK)
    if (WE3)
      RegBankCore[A3] <= WD3;
  always @(*)
    if (A1 == 4'b1111)
      RD1 = R15;
    else
      RD1 = RegBankCore[A1];
  always @(*)
    if (A2 == 4'b1111)
      RD2 = R15;
    else
      RD2 = RegBankCore[A2];
endmodule
==> flow/run.sh <==
#!/bin/bash
# OpenROAD 26Q1-2900-gdf79404cd8, Yosys 0.63+post, stock flow scripts
make -C /OpenROAD-flow-scripts/flow DESIGN_CONFIG=/design/flow/config.mk WORK_HOME=/design/flow/orfs finish
==> flow/config.mk <==
export PLATFORM = sky130hd
export DESIGN_NAME = RegisterFile
export DESIGN_NICKNAME = RegisterFile
export VERILOG_FILES = /design/flow/design.v
export SDC_FILE = /design/flow/constraint.sdc
export NUM_CORES = 4
export LEC_CHECK = 1
export CORE_UTILIZATION = 40
==> flow/constraint.sdc <==
current_design RegisterFile

set clk_period 4.4
set clk_io_pct 0.2

create_clock -name clk0 -period $clk_period [get_ports {CLK}]

set non_clock_inputs [all_inputs -no_clocks]
set_input_delay [expr $clk_period * $clk_io_pct] -clock clk0 $non_clock_inputs
set_output_delay [expr $clk_period * $clk_io_pct] -clock clk0 [all_outputs]
==> impl_metrics.py <==
# Generated from Yosys and OpenROAD reports
metrics = {
    "finish": {
        "largest_reg_flops": 480,
        "reg_top3": "RegBankCore: 480 flops",
        "layout-drive-gt1-share_pct": 20.1,
        "fillers": 4680,
        "fin_cells": 2400,
        "seqCellArea_um2": 14400,
        "final_util_pct": 48.0,
        "area_growth_pct": 18.0,
        "largest_register": "RegBankCore",
        "logic_area_um2": 7980,
    },
    "yosys": {
        "top_area_share_pct": 62.7,
        "ys_seq_share_pct": 62.7,
        "yosys_cells": 1443,
        "top_area_cell": "edfxtp_1",
        "netlist_area_um2": 23000,
        "syn_area_per_cell_um2": 15.9,
        "async_reset_ff_share_pct": 0,
        "yosysWarnings": 1,
        "synth-edff-count": 480,
        "synthCells": 1443,
        "yosys.stat.chipArea_um2": 23000,
        "synth.distinct_cells": 51,
        "ys_top_cells_by_area": "edfxtp_1, mux4_2, mux2i_1, o21ai_0, nor2_1",
        "flop_cell": "edfxtp_1",
        "numSynthFlops": 480,
    },
    "global_route": {
        "grt_pass1_wl_mm": 98.6,
        "grt_remaining_overflow": 0,
        "antenna_found_initial": 2,
        "grt_pass1_vias": 15700,
        "track_usage_pct": 24.9,
        "grt_max_degree": 55,
    },
    "drt": {
        "totalWireLength_mm": 66.9,
        "vias": 14500,
        "drt_iter0_drc": 880,
        "first_pass_iters": 5,
        "vias_per_cell": 6.03,
        "diodes": 0,
        "route.antenna.remaining_nets": 0,
        "remaining_drc_errors": 0,
        "wire_per_inst_um": 27.9,
    },
    "clock_tree": {
        "cts.path.max_buffers": 3,
        "root_buffer": "clkbuf_16",
        "ctsResizeCount": 0,
        "clk_pin_slew_worst_paths_ns": 0.06,
        "cts_tree": "yes",
        "postCtsSetupBuffers": 0,
        "h-tree-depth": 2,
        "holdBufCountCts": 0,
        "cts.sinks": 480,
        "cts_made_buffers": 51,
    },
    "sta": {
        "drv_slew": 0,
        "fin_crit_ns": 4.04,
        "finalSetupViolations": 0,
        "fin_ws_ns": 0.356,
        "max_freq_mhz": 247,
        "grt_setup_unrepaired": "no",
        "period_used_pct": 91.9,
        "final.setup.tns_ns": 0,
        "finalHoldViolations": 0,
        "tightest_slew_ns": 0.958,
        "relSlewSlack_pct": 36.1,
    },
    "floorplan": {
        "die-height_um": 242,
        "dieWidth_um": 242,
        "io_pins": 142,
        "core_region_area_um2": 56600,
        "fp_util_pct": 40.6,
        "row_count": 87,
        "chip_area_um2": 58500,
    },
    "critical_path": {
        "critPathSlowestCell": "clkdlybuf4s50_1",
        "cp.arrival_ns": 3.16,
        "critPathKind": "input port to output port",
        "end_kind": "output port",
        "crit_family": "buffers and inverters",
        "cp_max_fo": 33,
        "start_kind": "input port",
        "max_stage_delay_ns": 0.58,
        "worstPathCellList": "buf_6 -> buf_4 -> mux2i_1 -> a221oi_1 -> o21ai_0 -> a31oi_1 -> clkdlybuf4s50_1",
        "cp.required_ns": 3.52,
        "path_buffers": 3,
    },
    "placement": {
        "gp_congestion": 0.866,
        "pre_cts_ws_ns": 0.345,
        "place_hpwl_mm": 40.9,
        "port_buffers": 141,
        "dp_cells": 2308,
    },
    "worst_hold_path": {
        "hold_depth": 1,
        "hold_start": "WD3[21]",
        "worstHoldEndpoint": "RegBankCore[7][21]$_DFFE_PP_",
        "hold_path.class": "input port to register",
    },
    "power": {
        "p_leak_nw": 9.03,
        "peakVddDrop_uv": 270,
        "power_density_nw_per_um2": 377,
    },
    "job": {
        "cap_viol_max_count": 0,
        "openroad.warnings": 25,
    },
    "status": {
        "outcome": "finished, final reports clean",
    },
}
==> synth_stat cells, drive strengths merged (2+ instances only) <==
| master | instances |
|---|---|
| a211oi | 19 |
| a21o | 2 |
| a221o | 11 |
| a221oi | 28 |
| a22oi | 28 |
| a2bb2oi | 11 |
| a311oi | 6 |
| a31oi | 19 |
| a32oi | 9 |
| and2 | 2 |
| buf | 75 |
| clkbuf | 40 |
| edfxtp | 480 |
| inv | 11 |
| mux2 | 17 |
| mux2i | 183 |
| mux4 | 123 |
| nand2 | 68 |
| nand2b | 5 |
| nand3 | 4 |
| nand3b | 3 |
| nor2 | 93 |
| nor2b | 29 |
| nor3 | 6 |
| o2111ai | 19 |
| o21a | 2 |
| o21ai | 95 |
| o221a | 10 |
| o221ai | 3 |
| o22a | 9 |
| o22ai | 18 |
| o31ai | 2 |
| or2 | 3 |
| or3 | 2 |
==> final cells by class <==
| class | instances | share of cell area [%] |
|---|---|---|
| clock inverters | 28 | 0.627 |
| inverters | 12 | 0.166 |
| repair buffers | 224 | 8.29 |
| flip-flops and latches | 480 | 53.1 |
| clock buffers | 64 | 4.96 |
| well taps | 756 | 3.48 |
| multi-input cells | 836 | 29.4 |
==> worst max path at each step <==
stage	start	end	slack, ns	cells after the start
global route	A2[0]	RD2[4]	0.16	8
CTS	A2[0]	RD2[4]	0.34	8
finish	A2[2]	RD2[14]	0.36	7
==> per-stage QoR <==
stage          power (mW)  instance area, µm²  hold slack [ns]
5_1_grt              10.6               27200             1.21
3_5_place_dp         6.38               25600             1.79
2_1_floorplan        5.84               23000            0.979
6_report             10.2               27200             1.18
4_1_cts              10.3               27200             1.15
3_3_place_gp         6.37               25600             1.78
==> cell families (layout without fill, tap and decap cells) <==
| group | after synthesis | after routing | synth area share (%) |
|---|---|---|---|
| AND-OR/OR-AND | 296 | 296 | 9.21 |
| buffers and inverters | 127 | 328 | 3.17 |
| flip-flops | 480 | 480 | 62.7 |
| multiplexers | 323 | 323 | 20.8 |
| AND/OR/NAND/NOR | 217 | 217 | 4.13 |
==> cell usage in the layout, fill, tap and decap left out, types with 52 or more instances in the layout <==
| cell | n |
|---|---|
| nor2_1 | 80 |
| o21ai_0 | 89 |
| clkbuf_16 | 52 |
| nand2_1 | 68 |
| clkdlybuf4s50_1 | 133 |
| mux2i_1 | 183 |
| edfxtp_1 | 480 |
| mux4_2 | 123 |
| buf_4 | 67 |
==> routing by layer <==
layer	wire, µm	track usage (%)	share of wire (%)	up-vias
met5	115	1.14	0.17	-
met4	1910	5.45	2.9	6
met3	9390	15.0	14	137
met2	31900	37.7	48	902
met1	23600	32.1	35	7154
li1	-	-	-	6265
==> report_power, final <==
group	switching (mW)	internal, mW
Sequential	0.0370	5.13
Combinational	0.587	0.530
Clock	1.74	2.22
Total	2.37	7.88
Power figures rest on the tool's default switching activity, not on a simulated workload.
