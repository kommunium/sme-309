===== flow/design.v =====
module InstrMem(
    input wire[31:0] PC,
    output wire	[31:0] Instr
  );
  reg [31:0]  INSTR_MEM[0:127];
  initial
    begin
      INSTR_MEM[0] = 32'hE2000000;   
      INSTR_MEM[1] = 32'hE5900001;   
      INSTR_MEM[2] = 32'hE5901000;   
      INSTR_MEM[3] = 32'hE0E02000;   
      INSTR_MEM[4] = 32'hE0E13001;   
      INSTR_MEM[5] = 32'hE0E04001;   
      INSTR_MEM[6] = 32'hE0E15000;   
      INSTR_MEM[7] = 32'hE1C02000;   
      INSTR_MEM[8] = 32'hE1C13001;   
      INSTR_MEM[9] = 32'hE1C04001;   
      INSTR_MEM[10] = 32'hE1C15000;  
    end
  assign Instr = ((PC >= 32'h00000000) & (PC <= 32'h000001FC)) ?  
         INSTR_MEM[PC[8:2]] : 32'h00000000;
endmodule

===== flow/run.sh =====
#!/bin/bash
# OpenROAD 26Q1-2900-gdf79404cd8, Yosys 0.63+post, stock flow scripts
make -C /OpenROAD-flow-scripts/flow DESIGN_CONFIG=/design/flow/config.mk WORK_HOME=/design/flow/orfs finish

===== flow/config.mk =====
export PLATFORM = sky130hd
export DESIGN_NAME = InstrMem
export DESIGN_NICKNAME = InstrMem
export VERILOG_FILES = /design/flow/design.v
export SDC_FILE = /design/flow/constraint.sdc
export NUM_CORES = 4
export LEC_CHECK = 1
export CORE_AREA = 10 10 70 70
export DIE_AREA = 0 0 80 80

===== flow/constraint.sdc =====
current_design InstrMem

set clk_period 2.5
set clk_io_pct 0.2

create_clock -name clk0 -period $clk_period

set non_clock_inputs [all_inputs -no_clocks]
set_input_delay [expr $clk_period * $clk_io_pct] -clock clk0 $non_clock_inputs
set_output_delay [expr $clk_period * $clk_io_pct] -clock clk0 [all_outputs]

==> results.sh <==
# flow metrics
export IMPL_arrival_ps=1910
export IMPL_ir_worst_vdd_mv=0.0305
export IMPL_hold_path_class="in -> out"
export IMPL_fin_hold_ws_ps=1640
export IMPL_warnings=39
export IMPL_die_area_um2=6400
export IMPL_numPortBuffers=47
export IMPL_lay_top_cells="24 x buf_4, 17 x conb_1, 14 x dlygate4sd2_1"
export IMPL_required_ps=2000
export IMPL_drive_above_1_share=0.392
export IMPL_die_h_um=80
export IMPL_via_count=726
export IMPL_area_delta_synth_final_pct=140
export IMPL_period_minus_slack_ps=2410
export IMPL_totalPowerFinal_uw=106
export IMPL_maxCapViolCount=0
export IMPL_ant_nets=0
export IMPL_grt_pass1_vias=756
export IMPL_period_used=0.966
export IMPL_core_region_area_um2=3420
export IMPL_fin_area_um2=1270
export IMPL_track_usage=0.0691
export IMPL_synth_seq_share=0
export IMPL_setup_viol=0
export IMPL_critical_path_class="in -> out"
export IMPL_clkbuf_count=0
export IMPL_ctsHoldBuffers=0
export IMPL_fp_dieW_um=80
export IMPL_drt_total_wl_um=2440
export IMPL_wl_per_cell_um=12.9
export IMPL_grt_max_degree=9
export IMPL_ys_chip_area_um2=529
export IMPL_fp_util=0.155
export IMPL_fmax_mhz=414
export IMPL_gp_congestion=0.868
export IMPL_area_leaders="buf_4 28%, ha_1 17%, nor3_1 7.6%"
export IMPL_drc=0
export IMPL_placed_area_um2=1050
export IMPL_pwr_density_cell_nw_per_um2=83.3
export IMPL_placementRows=21
export IMPL_status="finished clean"
export IMPL_avgViaCountPerCell=3.84
export IMPL_end_kind="output port"
export IMPL_ff_count=0
export IMPL_dr_first_iter_drc_count=39
export IMPL_synth_stat_cells=75
export IMPL_nFillCells=349
export IMPL_syn_area_um2=529
export IMPL_n_antenna_cell=0
export IMPL_syn_inst=75
export IMPL_top_area_frac=0.284
export IMPL_cp_start_kind="primary input"
export IMPL_io_pins=64
export IMPL_crit_path_max_fanout=6
export IMPL_lay_top_count="buf_4"
export IMPL_antenna_found_initial=0
export IMPL_grt_pass1_wl_um=3690
export IMPL_slew_violations=0
export IMPL_synth_area_leader_cell="buf_4"
export IMPL_first_pass_iters=4
export IMPL_yosysWarnings=1
export IMPL_dp_hpwl_um=1910
export IMPL_ys_types=21
export IMPL_hold_viol_final=0
export IMPL_overflow=0
export IMPL_register_area_um2=0
export IMPL_synth_area_per_cell_um2=7.06
export IMPL_p_leak_uw=0.000711
[metal layers]
| metal | share of wire | global-route usage | up-vias |
|---|---|---|---|
| met5 | 0 | 0 | - |
| met1 | 0.48 | 0.0952 | 323 |
| met3 | 0.096 | 0.0239 | 0 |
| met4 | 0 | 0 | 0 |
| li1 | - | - | 364 |
| met2 | 0.42 | 0.108 | 39 |
[area by class of cell]
cell class         count  area (um^2)  share of cell area
inverters              4         15.0              0.0118
repair buffers        75          678               0.533
well taps             46         57.6              0.0452
multi-input cells     64          522               0.410
[power breakdown]
group	switching (uW)	total [uW]	internal (uW)
clock	0	0	0
combinational	42.3	106	63.8
sequential	0	0	0
total	42.3	106	63.8
[synth_stat cells (all sizes together)]
cell type	count
inv	4
nor2	2
nand4	2
nor4	6
buf	23
o211ai	2
nor3	9
o21ai	1
nor2b	4
a21oi	1
nand2	4
mux2i	2
a31oi	3
conb	1
a211oi	3
ha	7
or2	1
[logic make-up (layout without fill, tap and decap cells)]
kind of cell	Yosys count	in the layout	synth area share
AOI/OAI and AO/OA	10	10	0.135
adders and majority gates	7	7	0.165
buffers and inverters	27	79	0.364
muxes	2	2	0.0378
other	1	17	0.00709
and+or+nand+nor	28	28	0.291
[critical path: stages]
cell and delay, ps:
clkdlybuf4s50_1 410, nor3_1 220, nand4_1 130, buf_6 170, buf_8 140, nor4_4 220, buf_2 130
[through the flow]
step                TNS, ps  utilization  worst slack, ps  cells
floorplan                 0            -              622     91
global placement      -5430        0.308             -426    176
detailed placement    -5120        0.308             -408    176
CTS                    -105        0.347            -44.5    186
global route          -37.5        0.373            -35.1    189
finish                    0        0.373             85.3    189
[final timing paths]
kind,start,end,cells after the start
setup / recovery,PC[16],Instr[21],7
hold / removal,PC[31],Instr[21],7
[repair_timing]
action,in CTS,in global routing
resized,60,24
setup endpoints to repair,15,10
setup buffers,9,4
pin swaps,9,11
gates cloned,1,0
