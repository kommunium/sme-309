<file path="./config.mk">
export PLATFORM = sky130hd
export DESIGN_NAME = DataMem
export DESIGN_NICKNAME = DataMem
export VERILOG_FILES = /design/flow/design.v
export SDC_FILE = /design/flow/constraint.sdc
export NUM_CORES = 4
export LEC_CHECK = 1
export CORE_UTILIZATION = 40
</file>
<file path="./constraint.sdc">
current_design DataMem

set clk_period 75.2
set clk_io_pct 0.2

create_clock -name clk0 -period $clk_period [get_ports {CLK}]

set non_clock_inputs [all_inputs -no_clocks]
set_input_delay [expr $clk_period * $clk_io_pct] -clock clk0 $non_clock_inputs
set_output_delay [expr $clk_period * $clk_io_pct] -clock clk0 [all_outputs]
</file>
<file path="./design.v">
module DataMem(
    input wire CLK,
    input wire [31:0]	Address,
    input wire WE,  
    input wire [31:0]	WD,  
    output wire	[31:0]	ReadData
  );
  reg [31:0] DATA_MEM [0:127];
  initial
    begin
      DATA_MEM[0] = 32'h00000000;
      DATA_MEM[1] = 32'h00000002;
      DATA_MEM[2] = 32'hFFFFFFFE;
    end
  always @(posedge CLK)
    begin : mem_write
      if (WE)
        DATA_MEM[Address] <= WD;
      else
        DATA_MEM[Address] <= DATA_MEM[Address];
    end
  assign ReadData = DATA_MEM[Address][31:0];
endmodule
</file>
<file path="./run.sh">
#!/bin/bash
# OpenROAD 26Q1-2900-gdf79404cd8, Yosys 0.63+post, stock flow scripts
make -C /OpenROAD-flow-scripts/flow DESIGN_CONFIG=/design/flow/config.mk WORK_HOME=/design/flow/orfs finish
</file>
==> flow_summary.toml <==
# physical design summary
[critical_path]
crit_end = "ReadData[7]"
timing.critical_path.required_ps = 60160
slowest_delay_ps = 770
timing_worst_setup_path_type = "input port to output pin"
depth_of_the_critical_timing_path_with_buffers_and_inverters_included = 12
worst-r2r-setup-slack_ps = 70430
reg2reg_to = "DATA_MEM[114][4]"
timing.critical_path.slowest_stage_cell = "sky130_fd_sc_hd__nor2b_4"
crit_arrival_ps = 21180
worstPathCellList = "buf_8, buf_4, nor2b_4, buf_4, buf_4, buf_4, a221o_1, a222oi_1, o22ai_1, o22a_1, o2111a_1, clkdlybuf4s50_1"
worst_path_most_repeated_cell = "sky130_fd_sc_hd__buf_4"
worst_r2r_path_depth = 9
crit_fanout = 43
r2r-start = "DATA_MEM[72][4]"
path_delay_family = "buffers and inverters"
critical_path_buf_inv_count = 6
critPathCaptureType = "output pin"
setup.worst_path.start_class = "input port"
crit_path_start = "Address[1]"

[floorplan]
die_area_um2 = 400000
initial_core_util_pct = 40.2
chipWidth_um = 633
die.size.y_um = 633
row_count = 231
floorplan.core_area_um2 = 396000
pin_count = 98

[grt]
overflow = 0
grt_first_pass_wirelength_mm = 715
pin_count_of_the_biggest_net_entering_global_routing = 143
grtUsageTotal_pct = 27.8
antenna_found_initial = 29
via_count_of_the_first_global_routing_pass = 98200

[route]
post_drt_antenna_nets = 0
route.vias.total = 93800
routed_via_density = 6.16
detail_route.wl_per_cell_um = 33.5
met3WireLength_mm = 104
wl_met1_mm = 148
wirelength_mm = 511
met2_length_mm = 226
drt_drc_violations_left = 0
first_pass_iters = 8
initialDrtViolationCount = 7019
maxUsedRoutingLayer = "met5"

[placed_design]
numPlacedInstances = 14400
gp_congestion = 0.935
placement.setup.worst_slack_ps = 39140
place.detailed.hpwl_mm = 288
port-buffer-count = 72

[sta]
tns_ps = 0
worst_slew_margin_rel_pct = 24.3
grt_setup_unrepaired = "no"
worstMarginPinSlew_ps = 1120
hold_slack_ps = 1190
timing_hold_violations_final = 0
fmax_ghz = 0.0276
fin_worst_skew_ps = 69.3
count_of_pins_over_their_slew_limit = 0
final.period_utilization_pct = 48.2
fin_crit_ps = 36220
setup_violations = 0
fin_ws_ps = 38980

[synth]
synthesis.instances = 9422
synthDistinctLibCells = 77
ys_warn_count = 1
async_flop_share_pct = 0
synth.yosys.num_cells = 9422
syn-mean-instance-area_um2 = 16.9
synth_seq_share_pct = 77.3
post_synth_instance_area_um2 = 159000
enable_flop_cells = 4096
dominantRegCellSynth = "sky130_fd_sc_hd__edfxtp_1"
ys_chip_area_um2 = 159000
numSynthFlops = 4096

[final_layout]
largest_register = "DATA_MEM"
largest_register_ffs = 4096
layout-drive-gt1-share_pct = 15.6
final_core_utilization_pct = 45.7
flow.area_growth_from_synthesis_pct = 13.7
final-instance-count-excl-fill = 15200
largest_registers_ranked_by_flip_flop_count = "DATA_MEM: 4096 flops"

[clock_network]
clk_path_buf_depth = 4
clkSlewWorstSetupHoldPaths_ps = 60
post_cts.repair.setup_buffers = 0
cts-buffers-inserted = 418
htreeDepth = 5
clock_sinks = 4096
clockRootBuffer = "sky130_fd_sc_hd__clkbuf_16"
post_cts.resized_instances = 0
clk-insertion-delay-late_ps = 1010
tritoncts = "done"
ctsHoldBuffers = 0

[flow_run]
max-cap-violations = 0
warnings = 54

[power_and_ir_drop]
cellLeakagePower_nw = 56.1
power.ir.vdd_worst_uv = 21.8
power_density_nw_per_um2 = 27.3

[status]
outcome = "complete, no violations"

[worst_hold_path]
worstHoldPathType = "flip-flop to flip-flop"
-- Yosys cell counts (all sizes together) (6+ instances only) --
library cell	count	area [um2]
edfxtp	4096	123000
a21oi	608	3040
a22oi	536	4020
o21ai	522	2610
buf	390	2090
clkbuf	372	1400
mux2	320	3600
nand2	294	1100
a221o	253	2530
mux2i	250	2500
a221oi	241	2110
nor2	240	901
a222oi	143	1430
nor2b	137	865
a211oi	136	1020
o22ai	125	782
o221ai	94	823
nor3b	87	663
and3	82	513
a31oi	55	344
or4	37	278
o211ai	28	210
o22a	28	245
nand2b	27	169
a21o	26	195
and3b	25	219
o2bb2ai	22	193
mux4	21	473
a211o	19	166
a22o	19	166
o31ai	17	128
and2	16	100
nand4	16	100
o2111a	16	180
nand3	14	70.1
nor3	14	75.1
a2111oi	13	115
o2111ai	11	96.3
inv	10	40.1
nor4	7	43.8
o211a	6	60.1
or2	6	37.5
-- report_power, final --
| part | internal, mW | switching [mW] | total (mW) |
|---|---|---|---|
| sequential | 2.58 | 0.00197 | 2.59 |
| combinational | 0.0842 | 0.288 | 0.373 |
| clock | 1.12 | 0.862 | 1.98 |
-- through the flow --
| stage | instance area [um2] | power [mW] |
|---|---|---|
| CTS | 181000 | 4.96 |
| finish | 181000 | 4.94 |
| floorplan | 159000 | 2.82 |
| detailed placement | 168000 | 3.00 |
| global placement | 168000 | 2.99 |
| global route | 181000 | 5.07 |
-- worst min-delay path by stage --
| stage | from | endpoint | depth (start not counted) |
|---|---|---|---|
| global route | DATA_MEM[23][31] | DATA_MEM[21][31] | 5 |
| finish | DATA_MEM[17][31] | DATA_MEM[23][31] | 5 |
| CTS | DATA_MEM[18][31] | DATA_MEM[18][31] | 5 |
-- worst min-delay path, stage by stage (launching register included) --
cell and delay (ps):
sky130_fd_sc_hd__edfxtp_1 320, sky130_fd_sc_hd__a221oi_1 70, sky130_fd_sc_hd__o22a_1 180, sky130_fd_sc_hd__nor2_1 100
sky130_fd_sc_hd__nor2_1 90, sky130_fd_sc_hd__a31oi_4 270
-- cells by family (layout without fill, tap and decap cells) --
| group | Yosys count | after routing | share of synthesized area (%) |
|---|---|---|---|
| AND/OR/NAND/NOR | 1019 | 1019 | 3.33 |
| flip-flops | 4096 | 4096 | 77.3 |
| other | 0 | 32 | 0 |
| buffers and inverters | 773 | 1309 | 2.22 |
| AND-OR/OR-AND | 2943 | 2943 | 13.0 |
| multiplexers | 591 | 591 | 4.13 |
-- layout by cell type, fill, tap and decap left out, types with 22 or more instances in the layout --
| master | instances |
|---|---|
| sky130_fd_sc_hd__mux2_4 | 24 |
| sky130_fd_sc_hd__or4_1 | 37 |
| sky130_fd_sc_hd__diode_2 | 32 |
| sky130_fd_sc_hd__a21o_1 | 26 |
| sky130_fd_sc_hd__a222oi_1 | 143 |
| sky130_fd_sc_hd__mux2_2 | 270 |
| sky130_fd_sc_hd__o22ai_1 | 125 |
| sky130_fd_sc_hd__a221o_1 | 253 |
| sky130_fd_sc_hd__a221oi_1 | 241 |
| sky130_fd_sc_hd__nand2_1 | 283 |
| sky130_fd_sc_hd__o21ai_0 | 508 |
| sky130_fd_sc_hd__nor2_4 | 130 |
| sky130_fd_sc_hd__nor2_1 | 108 |
| sky130_fd_sc_hd__buf_4 | 453 |
| sky130_fd_sc_hd__clkinv_2 | 87 |
| sky130_fd_sc_hd__clkdlybuf4s50_1 | 66 |
| sky130_fd_sc_hd__nor2b_1 | 127 |
| sky130_fd_sc_hd__mux2i_1 | 250 |
| sky130_fd_sc_hd__nand2b_1 | 24 |
| sky130_fd_sc_hd__a21oi_1 | 608 |
| sky130_fd_sc_hd__and3b_1 | 22 |
| sky130_fd_sc_hd__a22oi_1 | 536 |
| sky130_fd_sc_hd__o22a_1 | 28 |
| sky130_fd_sc_hd__o2bb2ai_1 | 22 |
| sky130_fd_sc_hd__a31oi_1 | 53 |
| sky130_fd_sc_hd__bufinv_16 | 27 |
| sky130_fd_sc_hd__nor3b_1 | 84 |
| sky130_fd_sc_hd__a211oi_1 | 135 |
| sky130_fd_sc_hd__mux2_1 | 25 |
| sky130_fd_sc_hd__and3_1 | 81 |
| sky130_fd_sc_hd__o211ai_1 | 28 |
| sky130_fd_sc_hd__clkinv_1 | 102 |
| sky130_fd_sc_hd__edfxtp_1 | 4096 |
| sky130_fd_sc_hd__clkbuf_16 | 422 |
| sky130_fd_sc_hd__o221ai_1 | 94 |
| sky130_fd_sc_hd__clkbuf_1 | 88 |
-- cell type report --
class | instances | area (um2)
Timing Repair Buffer | 533 | 4310
Clock buffer | 510 | 10900
Sequential cell | 4096 | 123000
Fill cell | 32500 | 215000
Multi-Input combinational cell | 4553 | 33900
Tap cell | 5242 | 6560
Antenna cell | 32 | 80.1
Inverter | 11 | 66.3
Clock inverter | 255 | 2170
-- routing by layer --
| layer | vias up | track usage (%) |
|---|---|---|
| met4 | 62 | 12.9 |
| met5 | - | 4.82 |
| li1 | 39400 | - |
| met3 | 1214 | 25.0 |
| met1 | 45900 | 28.0 |
| met2 | 7300 | 38.7 |
Power is estimated from default activity; no workload was simulated.
